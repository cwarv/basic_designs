<file path="flow/run.sh">
#!/bin/bash
# OpenROAD 26Q1-2900-gdf79404cd8, Yosys 0.63+post, stock flow scripts
make -C /OpenROAD-flow-scripts/flow DESIGN_CONFIG=/design/flow/config.mk WORK_HOME=/design/flow/orfs finish
</file>
<file path="flow/design.v">
module fsm2(
    input logic clk,
    input logic resetn,
    input logic coin,
    input logic cancel,
    input logic selection,
    input logic received,
    output logic flash,
    output logic drink,
    output logic change
);
typedef enum logic [1:0] {IDLE, CREDIT, DISPENSE} state_t;
state_t state_q, n_state;
logic count_tokens;
wire n_flash, n_drink, n_change;
always_ff @( posedge clk ) begin : PRESENT_STATE
    if(!resetn) begin
        state_q <= IDLE;
        flash <= 0;
        drink <= 0;
        change <= 0;
    end
    else begin
        state_q <= n_state;
        flash <= n_flash;
        drink <= n_drink;
        change <= n_change;
    end
end
always_comb begin : NEXT_STATE
    n_state=state_q;
    n_flash='X;
    n_drink='X;
    n_change='X;
    case(state_q)
        IDLE:
            if (coin) begin
                n_state=CREDIT;
                n_flash = 0;
                n_drink = 0;
                n_change = 0;
            end
        CREDIT:
            if (cancel) begin
                n_state=IDLE;
                n_flash = 1;
            end else if (selection) begin
                n_state=DISPENSE;
                n_drink = 1;
            end
        DISPENSE:
            if (coin) begin
                n_state=CREDIT;
                n_change=0;
            end else if (received) begin
                n_state=IDLE;
                n_change=1;
            end
	endcase
end
endmodule
</file>
<file path="flow/constraint.sdc">
current_design fsm2

set clk_period 1.0
set clk_io_pct 0.2

create_clock -name clk0 -period $clk_period [get_ports {clk}]

set non_clock_inputs [all_inputs -no_clocks]
set_input_delay [expr $clk_period * $clk_io_pct] -clock clk0 $non_clock_inputs
set_output_delay [expr $clk_period * $clk_io_pct] -clock clk0 [all_outputs]
</file>
<file path="flow/config.mk">
export PLATFORM = sky130hd
export DESIGN_NAME = fsm2
export DESIGN_NICKNAME = fsm2
export VERILOG_FILES = /design/flow/design.v
export SDC_FILE = /design/flow/constraint.sdc
export NUM_CORES = 4
export LEC_CHECK = 1
export CORE_AREA = 10 10 70 70
export DIE_AREA = 0 0 80 80
</file>
==> results.cfg <==
; generated from flow reports
[outcome]
status = completed

[timing]
worstMarginPinSlew_ns = 0.203
worst_hold_slack_ns = 0.509
final_max_slew_viol_count = 0
setup_violations = 0
fmax_mhz = 1050
period_needed_ns = 0.955
period_used_share = 0.955
slew_headroom = 0.864
finalHoldViolations = 0
final.setup_skew_ns = 0.00675
setup_tns_ns = 0
rsz0062_at_grt = false

[grt]
grt_util_met2 = 0.0225
use_met3 = 0.0239
grt_util_met1 = 0.0160
grt_max_degree = 6
grt_usage = 0.0169
grt_pass1_vias = 189
grt-ovfl-total = 0
grt_pass1_wl_microns = 793
antenna_found_initial = 0
busiest_layer = met3

[route]
drtAntennaViolNets = 0
drc_errors = 0
wl_per_cell_microns = 6.87
insertedDiodeCount = 0
wl_microns = 515
vias = 175
dr.pass1.iters = 3
via_per_inst = 2.33
drtIter0Drc = 4

[logic_synthesis]
netlist_area_sq_um = 180
syn_area_per_cell_sq_um = 10.6
ys_warn_count = 11
yosys_area_sq_um = 180
ys_seq_frac = 0.556
synth_cells = 17
ys_cells = 17
ys.flops = 5
synth_cell_types = 9

[critical_path]
worst-path-buf-inv = 1
start_kind = flop
regToRegStartpoint = state_q[2]
criticalPathCategory = reg2out
path_delay_family = flip-flops
timing.critical_path.slowest_stage_cell = dfxtp_1
reg2reg_depth = 2
arrival_ns = 0.76
r2r_slack_ns = 0.30
path_cells = dlygate4sd2_1
cp-startpoint = change
cp_data_required_time_ns = 0.80
regToRegEndpoint = state_q[2]
critical_path.max_fanout = 1
cp-end-kind = primary output
max_stage_delay_ns = 0.29

[cts]
numCtsBuffers = 3
post-cts-setup-buffers = 0
clockBufferDepth = 2
cts_tree = done
cts_resized = 4
cts.htree.levels = 1
cts.sinks = 5
ctsHoldBuffers = 0
clock.latency.late_pin_ns = 0.24
cts.root.buffer_cell = clkbuf_4
clkTransAtPathRegs_ns = 0.05

[power_and_ir_drop]
max-vdd-ir-drop_uv = 284
power.share.clock = 0.468
intPower_mw = 0.392
p_seq_frac = 0.433
combPwrFrac = 0.099
power.density_nw_per_um2 = 1440
switching_share = 0.212
cellLeakagePower_nw = 0.124
switchingPower_mw = 0.105

[die]
io_pins = 9
fp-row-count = 21
initial_core_util = 0.0527
die-height_microns = 80
fp.dieW_microns = 80
core_area_sq_um = 3420
chipArea_sq_um = 6400

[min_path]
hp-class = reg2reg
holdPathEnd = change
min_from = state_q[1]
hold_depth = 2

[finish]
layout_top_cells = clkdlybuf4s50_1, dfxtp_1, nand2_1, clkbuf_4
layout_top_cell = clkdlybuf4s50_1
n_fill_cell = 403
register_area_sq_um = 101
comb_area_sq_um = 68.8
drive_gt1_frac = 0.241
area_growth_pct = 91.0

[run]
warning_count = 25
drv_cap = 0

[placement]
place_congestion = 0.733
portBuffers = 8
==> power by group through the flow <==
stage | registers, mW | clock network [mW] | logic [mW]
after CTS | 0.215 | 0.239 | 0.0494
after global routing | 0.216 | 0.256 | 0.0539
final | 0.215 | 0.233 | 0.0493
==> sequential cells by signal (all words and copies together), names as in the netlist <==
| name | count |
|---|---|
| state_q | 3 |
| change | 1 |
| drink | 1 |
==> routing by layer <==
layer / share of wire / vias up
met5: 0 / -
met4: 0 / 0
met3: 0.28 / 0
met2: 0.31 / 12
met1: 0.42 / 77
li1: - / 86
==> synthesized netlist by cell type <==
master,number,area [sq um]
dfxtp_1,5,100
nand2_1,3,11.3
o211ai_1,2,15.0
o31ai_2,2,25.0
a21oi_1,1,5.00
buf_4,1,7.51
inv_1,1,3.75
nand4b_1,1,8.76
nor2_1,1,3.75
==> worst max path at each step <==
stage	to	cells past startpoint
after CTS	drink	1
after global routing	change	1
final	change	1
==> per-stage QoR <==
stage               setup WS [ns]  power [mW]  instances  area, sq um  utilization
floorplan                   0.322       0.230         17          180            -
global placement          -0.0966       0.267         71          318       0.0930
detailed placement         -0.144       0.270         71          318       0.0930
CTS                        0.0136       0.503         75          342        0.100
global route              0.00510       0.526         75          344        0.101
finish                     0.0446       0.497         75          344        0.101
==> final cells by class <==
class,count,area share
clock buffers,4,0.0764
inverters,1,0.0109
multi-input cells,10,0.200
flip-flops and latches,5,0.295
well taps,46,0.167
repair buffers,9,0.251
==> cell families (layout without fill, tap and decap cells) <==
family,Yosys count,count (layout),share of synthesized area
flops,5,5,0.556
simple gates,5,5,0.132
buf+inv,2,14,0.0625
compound gates,5,5,0.250
Power is estimated from default activity; no workload was simulated.
